$ cat flow/constraint.sdc
current_design argmax

set clk_period 2.5
set clk_io_pct 0.2

create_clock -name clk0 -period $clk_period [get_ports {clk}]

set non_clock_inputs [all_inputs -no_clocks]
set_input_delay [expr $clk_period * $clk_io_pct] -clock clk0 $non_clock_inputs
set_output_delay [expr $clk_period * $clk_io_pct] -clock clk0 [all_outputs]
$ cat flow/run.sh
#!/bin/bash
# OpenROAD 26Q1-2900-gdf79404cd8, Yosys 0.63+post, stock flow scripts
make -C /OpenROAD-flow-scripts/flow DESIGN_CONFIG=/design/flow/config.mk WORK_HOME=/design/flow/orfs finish
$ cat flow/config.mk
export PLATFORM = sky130hd
export DESIGN_NAME = argmax
export DESIGN_NICKNAME = argmax
export VERILOG_FILES = /design/flow/design.v
export SDC_FILE = /design/flow/constraint.sdc
export NUM_CORES = 4
export LEC_CHECK = 1
export CORE_UTILIZATION = 30
export SYNTH_HDL_FRONTEND = slang
$ cat flow/design.v
module argmax #(
  parameter ROWS = 6,
  parameter COLS = 3,
  parameter FEATURE_ROWS = 6,
  parameter MAX_ADDRESS_WIDTH = 2,  
  parameter DATA_WIDTH = 16 
)(
  input logic clk,
  input logic rst,
  input logic done_comb,
  input logic [DATA_WIDTH-1:0] fm_wm_adj_out [0:2],
  output logic [2:0]current_row,
  output logic [MAX_ADDRESS_WIDTH - 1:0] max_addi_answer [0:FEATURE_ROWS - 1],
  output logic done
);
logic [1:0] max_column_indices [0 : FEATURE_ROWS - 1];
  always_ff @(posedge clk or posedge rst) begin
    if (rst) begin
      current_row <= 0;
    end else if ( done_comb == 0) begin
		 current_row <= 0;
        end else if (done_comb) begin
      current_row <= (current_row==5) ? 0 : current_row + 1;
      done <= (current_row == 5) ? 1 : 0;
       if(fm_wm_adj_out[0] > fm_wm_adj_out[1]) begin
              if(fm_wm_adj_out[0]> fm_wm_adj_out[2]) begin
                        max_column_indices[current_row] <= 0;
              end
                        else begin
                        max_column_indices[current_row] <= 2;
                        end
       end
                    else if(fm_wm_adj_out[1] > fm_wm_adj_out[2])begin 
                             max_column_indices[current_row] <= 1;
                    end
                             else begin
                                max_column_indices[current_row] <= 2;
                             end
      end
  end
assign max_addi_answer = max_column_indices;
endmodule
==> flow_metrics.tcl <==
# flow metrics
set metrics [dict create \
    outcome "finished clean" \
    ys_area_sq_mm 0.00201 \
    warnings 25 \
    die_h_um 83.8 \
    grtUsageMet1_pct 25.8 \
    final_util_pct 55.2 \
    portBuffers 66 \
    powerDensity_mw_per_mm2 284 \
    finalSetupViolations 0 \
    drv_slew 0 \
    drtIter0Drc 83 \
    cts_hold_buf 0 \
    clk_latency_ps 250 \
    use_met2_pct 26.8 \
    cts_root_buf "clkbuf_8" \
    gr-max-usage-layer "met2" \
    clk_path_buf_depth 2 \
    p_clk_share_pct 19.2 \
    antenna_found_initial 0 \
    finalHoldViolCount 0 \
    fp_util_pct 31.3 \
    overflow 0 \
    dieArea_sq_mm 0.00702 \
    htree_num_levels 1 \
    end_kind "flip-flop" \
    yosysWarnings 0 \
    finalCritPeriodShare_pct 95.9 \
    finalPower_mw 1.01 \
    drv_cap 0 \
    switching_share_pct 33.1 \
    fin_cells 405 \
    critPathMaxStageDelay_ps 440 \
    die_w_um 83.8 \
    post-dp-hpwl_mm 4.28 \
    ys_sh_simple_pct 16.6 \
    ys_types 37 \
    crit_arrival_ps 2470 \
    ys_seq_share_pct 23.2 \
    power_leakage_nw 1.58 \
    ys_sh_aoi_pct 22.8 \
    top_area_cell "ha_1" \
    power_switching_mw 0.333 \
    grtUsageTotal_pct 16.9 \
    hold_slack_ps 423 \
    period_needed_ps 2400 \
    cts_made_buffers 3 \
    fa_ha_area_share_pct 29.9 \
    worst_pin_slew_ps 525 \
    grt_first_pass_wirelength_mm 9.68 \
    grt_pass1_vias 2128 \
    yosys_cells 225 \
    grt_use_met3_pct 2.41 \
    top_logic_kind "adder cells" \
    drive_gt1_share_pct 32.0 \
    clk_pin_slew_worst_paths_ps 60 \
    syn_area_sq_mm 0.00201 \
    mux_share_pct 0 \
    routabilityCongestion 0.847 \
    via_count 2042 \
    internal-power_mw 0.673 \
    finClkSkew_ps 2.91 \
    slowest_stage "or3_4" \
    synthXorXnorAreaFrac_pct 0 \
    viasPerCell 5.04 \
    crit_chain "dlygate4sd2_1 > inv_1 > buf_4 > buf_4 > ha_1 > nand4_1 > nor2_1 > a221o_1 > or3_4 > a221oi_2" \
    synth_area_per_cell_sq_um 8.93 \
    ys.flops 16 \
    combinationalPowerShare_pct 49.8 \
    ant_nets 0 \
    netlist.area_leader.share_pct 29.9 \
    synth_cells 225 \
    synthTopCellsByArea "ha_1 30%, edfxtp_1 19%, inv_1 6.5%" \
    seq_power_share_pct 31.0 \
    grt_max_degree 14 \
    firstDrtPassIters 20 \
    cts_tree "done" \
    peakVddDrop_v 0.000168 \
    worstPathMaxFanout 6 \
    slew-limit-headroom_pct 64.9 \
    io_pins 67 \
    hold_class "in2async" \
    rows 29 \
    n_antenna_cell 0 \
    startpoint_type "input port" \
    cts_sinks 16 \
    crit_top_cell "buf_4" \
    drt_wl_total_mm 5.48 \
    wl_per_cell_um 13.5 \
    critical_path_required_ps 2580 \
    core-area_sq_mm 0.00642 \
    ff2ff_path_depth 4 \
    path_class "in2reg" \
    place_inst 389 \
    drc 0 \
    area_growth_pct 76.4 \
    clock.fmax_ghz 0.417 \
]
layout by cell type (no fill, tap or decap), types with 4 or more instances in the layout:
master / Yosys / routed
a21oi_1: 24 / 17
a21oi_2: 0 / 7
a221oi_2: 0 / 6
and2_1: 7 / 7
buf_4: 0 / 33
clkdlybuf4s50_1: 0 / 30
dlygate4sd2_1: 0 / 26
dlymetal6s2s_1: 0 / 9
edfxtp_1: 13 / 13
ha_1: 48 / 27
ha_4: 0 / 20
inv_1: 35 / 26
inv_2: 0 / 9
nand2_1: 11 / 10
nand3_1: 5 / 5
nand4_1: 9 / 9
nor2_1: 10 / 10
nor2b_1: 4 / 4
o31ai_1: 7 / 4
per-layer routing:
layer / vias to the layer above / routed length, um / share of wire (%)
met3: 4 / 226 / 4.1
met1: 925 / 2750 / 50
met4: 0 / 40 / 0.73
met5: - / 0 / 0
li1: 1058 / - / -
met2: 55 / 2470 / 45
power groups by stage:
stage     registers, mW  logic [mW]  clock network, mW
4_1_cts           0.311       0.476              0.199
5_1_grt           0.313       0.557              0.215
6_report          0.311       0.501              0.194
synthesized netlist by cell type:
library cell,instances
dfrtp_1,3
nand4_2,1
edfxtp_1,13
or3b_2,2
buf_1,1
and4_1,1
a21boi_4,1
a221o_1,3
o31a_2,1
ha_1,48
clkbuf_1,1
o311ai_0,6
nor2_1,10
nand3b_1,2
nand3_1,5
o31ai_2,1
a21oi_1,24
nor4_1,1
a21o_1,3
a21boi_0,3
nor4_2,1
a2111oi_0,1
o31ai_1,7
and2_1,7
buf_6,1
nor2b_1,4
o311a_2,1
inv_1,35
o211ai_1,2
nand2_1,11
nand2b_1,2
o21ai_0,4
a221oi_1,6
nand4_1,9
or4_1,1
or3_1,2
o31a_1,1
critical path, delay by kind of cell:
family / cells / cell delay, ps
buffers and inverters: 4 / 490
AND/OR/NAND/NOR: 3 / 650
adder cells (fa/ha/maj): 1 / 280
AND-OR/OR-AND: 2 / 550
through the flow:
stage / instance area [sq um] / setup TNS (ps) / worst slack, ps
3_3_place_gp: 2930 / -10530 / -722
3_5_place_dp: 2930 / -10900 / -741
4_1_cts: 3390 / 0 / 9.26
2_1_floorplan: 2010 / 0 / 227
5_1_grt: 3540 / -2.36 / -1.43
6_report: 3540 / 0 / 103
repair_timing:
| item | 4_1_cts | 5_1_grt |
|---|---|---|
| pin swaps | 29 | 19 |
| resized | 89 | 30 |
| setup buffers | 10 | 2 |
| setup endpoints to repair | 18 | 18 |
final timing paths:
kind / startpoint / end / slack, ps
min reg2reg: current_row[0] / current_row[0] / 600
min in group clk0: current_row[0] / current_row[0] / 600
max: fm_wm_adj_out[8] / flip-flop / 100
min: rst / current_row[0] / 420
max in group asynchronous: rst / current_row[2] / 1940
max reg2reg: current_row[0] / flip-flop / 820
area by class of cell:
class                           instances  area, sq um
Clock buffer                            3         41.3
Inverter                               35          131
Multi-Input combinational cell        171         1870
Clock inverter                          1         3.75
Fill cell                             512         2880
Timing Repair Buffer                  102          932
Sequential cell                        16          465
Tap cell                               77         96.3
logic make-up (layout without fill, tap and decap cells):
| family | count (synthesis) | after routing |
|---|---|---|
| AOI/OAI and AO/OA | 64 | 64 |
| and+or+nand+nor | 59 | 59 |
| adders and majority gates | 48 | 48 |
| buffers and inverters | 38 | 141 |
| DFF | 16 | 16 |
Power is estimated from default activity; no workload was simulated.
